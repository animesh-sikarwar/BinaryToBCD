**design/flow/config.mk**
```make
export PLATFORM = sky130hd
export DESIGN_NAME = main_module
export DESIGN_NICKNAME = main_module
export VERILOG_FILES = /design/flow/design.v
export SDC_FILE = /design/flow/constraint.sdc
export NUM_CORES = 4
export LEC_CHECK = 1
export CORE_AREA = 10 10 91 91
export DIE_AREA = 0 0 101 101
```
**design/flow/constraint.sdc**
```tcl
current_design main_module

set clk_period 4.4
set clk_io_pct 0.2

create_clock -name clk0 -period $clk_period [get_ports {clk}]

set non_clock_inputs [all_inputs -no_clocks]
set_input_delay [expr $clk_period * $clk_io_pct] -clock clk0 $non_clock_inputs
set_output_delay [expr $clk_period * $clk_io_pct] -clock clk0 [all_outputs]
```
**design/flow/design.v**
```verilog
`timescale 1ns / 1ps
  module bin2bcd(input [7:0] a, output reg [11:0] b
    );
reg [3:0] b1, b2, b3;
reg [7:0] a1;
integer i;
    always @(*)
        begin
         a1 = a;
        b1 = 4'b0;
        b2 = 4'b0;
        b3 = 4'b0;
    for (i = 0; i < 8; i = i + 1)
        begin
    if (b1 >= 4'b0101)
        b1 = b1 + 4'b0011;
if (b2 >= 4'b0101)
    b2 = b2 + 4'b0011;
if (b3 >= 4'b0101)
    b3 = b3 + 4'b0011;
b3 = b3 << 1;
b3[0] = b2[3];
b2 = b2 << 1;
b2[0] =  b1[3];
b1 = b1 << 1;
b1[0] = a1[7];
a1 = a1 << 1;
end
    b = {b3,b2,b1};
end
    endmodule
`timescale 1ns / 1ps
module bin_2_7seg(input [3:0] a , output reg [6:0] b
    );
    always @(a)
    case(a) 
    4'd0:b=7'b1111110;
    4'd1:b=7'b0110000;
    4'd2:b=7'b1101101;
    4'd3:b=7'b1111001;
    4'd4:b=7'b0110011;
    4'd5:b=7'b1011011;
    4'd6:b=7'b1011111;
    4'd7:b=7'b1110000;
    4'd8:b=7'b1111111;
    4'd9:b=7'b1111011;
    default:b=7'b0000000;
    endcase
endmodule
`timescale 1ns / 1ps
module counter(input a , output reg[1:0] count
    );
    initial 
    count=0;
    always @(posedge a)
    begin 
    count=count+1;
    end 
endmodule
`timescale 1ns / 1ps
module disp_on(input [1:0] a,output reg [3:0] b
    );
    always @(a)
    case (a)
    2'd0:b=4'b0000;
    2'd1:b=4'b0001;
    2'd2:b=4'b0010;
    2'd3:b=4'b0100;
    endcase
endmodule
`timescale 1ns / 1ps
module mux(input [3:0]a,input [3:0]b,input [3:0]c,input [3:0]d,input [1:0]ss,output reg[3:0]y
    );
    always @ (a or b or c or d or ss)
    case (ss)
    2'd0:y=a;
    2'd1:y=b;
    2'd2:y=c;
    2'd3:y=d;
    endcase 
endmodule
`timescale 1ns / 1ps
module slow_clock(input clk,output reg out_clk
    );
    reg [20:0]counter;
    initial 
    begin
    counter=0;
    out_clk=0;
    end
    always @(posedge clk)
    begin
    counter=counter+1;
    if(counter==50000)begin
    counter=0;
    out_clk=~out_clk;
   end 
   end
endmodule
`timescale 1ns / 1ps
module main_module( input [7:0] a, output [3:0] display_on,output [6:0] segment,input clk
    );
    wire clk_out;
    wire [1:0] count;
    wire [3:0]ones,tens,hundreds;
    wire [3:0] mux_out;
    bin2bcd b1(a,{hundreds,tens,ones});
    slow_clock s1(clk,clk_out);
    counter c1(clk_out,count);
    mux m1(4'b0000,ones,tens,hundreds,count,mux_out);
    disp_on d1(count,display_on);
    bin_2_7seg b2(max_out,segment);
endmodule
```
**design/flow/run.sh**
```bash
#!/bin/bash
# OpenROAD 26Q1-2900-gdf79404cd8, Yosys 0.63+post, stock flow scripts
make -C /OpenROAD-flow-scripts/flow DESIGN_CONFIG=/design/flow/config.mk WORK_HOME=/design/flow/orfs finish
```
==> results.cfg <==
; flow metrics
[drt]
via_count = 886
diodes = 0
wl_um = 2080
drt_iter0_drc = 21
ant_nets = 0
drc_errors = 0
wire_per_inst_um = 9.51
drtPass1Iterations = 4
viasPerCell = 4.05

[power_and_ir_drop]
peakVddDrop_v = 0.000232
pwr-share-seq = 0.585
power_switching_mw = 0.0625
p_sw_frac = 0.183
p_leak_nw = 0.510
p_clk_frac = 0.414
power_frac_comb = 0.001
pwr_density_cell_mw_per_mm2 = 243
intPower_mw = 0.280

[clock_network]
numCtsBuffers = 3
clk_pin_slew_ns = 0.08
cts_max_level = 1
cts_hold_buf = 0
cts.repair.resized = 0
clockRootBuffer = clkbuf_8
cts_setup_buffers = 0
cts_tree = built
clock_tree.buffer_depth = 2
clock_latency_ns = 0.26

[synthesis]
synth_chip_area_mm2 = 0.00130
synth.distinct_cells = 36
adder_share = 0.0483
avgSynthCellArea_um2 = 9.06
syn_area_mm2 = 0.00130
topCellsByArea = dfxtp_1, xnor2_1, ha_1, buf_4, xor2_1
flop_cell = dfxtp_1
top_logic_kind = simple AND/OR/NAND/NOR gates
yosys_warnings = 9
ys_ff = 24
edf_count = 1
synth-xor-area-share = 0.108
yosys_cells = 143
synth.area.mux_share = 0.00772
simple_gate_share = 0.303
yosys-top-cells-count = dfxtp_1, nor2_1, xnor2_1
async_reset_ff_frac = 0
ys_seq_share = 0.378
synth_cells = 143
most_common_cell = dfxtp_1
top_area_cell = dfxtp_1
netlist.area_leader.share = 0.355
ys_sh_aoi = 0.0589

[place]
dpl_cell_area_mm2 = 0.00136
hpwl_um = 1580
place_inst = 215
port_buffers = 3
post-place-ws_ns = 1.71
place_congestion = 0.796

[setup_path]
crit_type = reg -> reg
crit_family = simple AND/OR/NAND/NOR gates
start_kind = register
worstPathArrival_ns = 2.59
slowest_delay_ns = 0.48
critPathMaxFanout = 9
slowest_stage = or4_1
cp.required_ns = 4.30
endpoint_kind = register
crit_path_cell_trace = ha_1, nand4_1, or4_1, o21ai_0, nand4bb_1, nor4_4
path_buffers = 0

[floorplanning]
io_pins = 20
rows = 29
dieArea_mm2 = 0.0102
die_y_um = 101
fp_util = 0.204
die_w_um = 101
core_area_mm2 = 0.00635

[sta]
worstMarginPinSlew_ns = 0.582
untimed_endpoints = 5
slew_viol_final = 0
min_period_over_period = 0.610
finalCriticalPeriod_ns = 2.69
relSlewSlack = 0.609
fin_ws_ns = 1.71
setup_viol = 0
unclocked_pins = 2
max_freq_ghz = 0.372
tns_ns = 0
rsz0062_at_grt = no
fin_skew_ns = 0.00177
hold_viol = 0
holdWs_ns = 0.495

[global_routing]
grt_pass1_vias = 816
antenna_found_initial = 0
grtUsageMet1 = 0.0577
use_met2 = 0.0644
busiest_layer = met2
use_met3 = 0.0132
track_usage = 0.0414
grt_start_max_net_pins = 13
grt_pass1_wl_um = 3590
grt.overflow.total = 0

[finish]
seq_area_um2 = 490
comb_area_um2 = 712
finalInstanceArea_mm2 = 0.00141
num-fill-cells = 674
drive_above_1_share = 0.0704
instances_no_fill = 219
syn_to_final_growth_pct = 8.78

[status]
status = finished, final reports clean

[hold_path]
hp-class = reg -> reg

[run]
warnings = 36
maxCapViolCount = 0
[metrics by stage]
stage,utilization,total power [mW]
floorplan,-,0.210
global placement,0.213,0.206
detailed placement,0.213,0.205
CTS,0.222,0.351
global route,0.222,0.359
finish,0.222,0.342
[sequential cells by signal, summed over array words and instances (netlist names)]
register    cells
s1.out_clk      1
c1.count        2
s1.counter     21
[path summary, 6_finish.rpt]
kind	end	cells after the start	slack, ns	startpoint
setup / recovery	s1.out_clk	6	1.71	s1.counter[0]
hold / removal	s1.counter[0]	1	0.50	s1.counter[0]
setup reg to reg	s1.out_clk	6	1.71	s1.counter[0]
hold reg to reg	s1.counter[0]	1	0.50	s1.counter[0]
[per-layer routing]
metal / vias to the layer above / routed length, um
met5: - / 0
met4: 0 / 12
met3: 2 / 87
met2: 10 / 873
met1: 392 / 1110
li1: 482 / -
[cell type report]
class / instances / share of cell area
timing repair buffer: 3 / 0.0213
tap: 77 / 0.0683
inverter: 7 / 0.0186
multi-input combinational: 104 / 0.505
clock buffer: 4 / 0.0390
sequential: 24 / 0.348
[cell usage in the layout (no fill, tap or decap)]
cell,synthesis,layout
nor4_4,1,1
inv_1,7,7
or3b_2,1,1
nor3_1,4,4
a211o_1,1,1
nand3_1,8,8
and4_1,3,3
nand4_1,7,7
or3_1,5,5
dfxtp_1,23,23
nor2b_1,1,1
nand4b_1,3,3
a2111oi_0,1,1
conb_1,2,8
and4_2,1,1
xor2_1,6,6
o211ai_1,1,1
o21ai_0,5,5
nand4_4,1,1
nor2_1,10,10
a21oi_1,1,1
or4_1,1,1
a31o_2,1,1
nand2_1,9,9
or4b_1,1,1
clkbuf_8,0,4
nand4bb_1,1,1
mux2i_1,1,1
nor4_2,1,1
edfxtp_1,1,1
xnor2_1,10,10
ha_1,5,5
clkdlybuf4s50_1,0,3
nand2b_1,2,2
a31oi_1,2,2
and2_1,2,2
[power by group through the flow]
stage | combinational, mW | clock (mW) | sequential [mW]
after CTS | 0.000605 | 0.150 | 0.200
final | 0.000331 | 0.142 | 0.200
after global routing | 0.000643 | 0.158 | 0.200
[logic make-up (layout without fill, tap and decap cells)]
family / Yosys count / after routing
simple gates: 62 / 62
buf+inv: 21 / 14
fa+ha+maj: 5 / 5
mux: 1 / 1
flops: 24 / 24
other cells: 2 / 8
compound gates: 12 / 12
xor+xnor: 16 / 16
Power and IR drop assume default switching activity.
